===== ./constraint.sdc =====
current_design adc_processing

set clk_period 349.7
set clk_io_pct 0.2

create_clock -name clk0 -period $clk_period [get_ports {clk}]

set non_clock_inputs [all_inputs -no_clocks]
set_input_delay [expr $clk_period * $clk_io_pct] -clock clk0 $non_clock_inputs
set_output_delay [expr $clk_period * $clk_io_pct] -clock clk0 [all_outputs]

===== ./run.sh =====
#!/bin/bash
# OpenROAD 26Q1-2900-gdf79404cd8, Yosys 0.63+post, stock flow scripts
make -C /OpenROAD-flow-scripts/flow DESIGN_CONFIG=/design/flow/config.mk WORK_HOME=/design/flow/orfs finish

===== ./design.v =====
module adc_processing #(
    parameter int SCALING_FACTOR = 52,           
    parameter int SHIFT_FACTOR   = 10
) (
    input  logic        clk,
    input  logic        reset,
    input  logic        ready,
    input  logic [15:0] data,
    output logic [15:0] scaled_adc_data,
    output logic [15:0] ave_data,
);
    logic [15:0] ave_data;
    logic        ready_r;
    logic [15:0] scaled_adc_data_pipe;
    localparam int SCALING_FACTOR_WIDTH = $clog2(SCALING_FACTOR) + 1;
    localparam int INTERMEDIATE_WIDTH = 16 + SCALING_FACTOR_WIDTH;
    logic [INTERMEDIATE_WIDTH-1:0] scaled_adc_data_temp; 
    always_ff @(posedge clk)
        if (reset)
            ready_r <= 0;
        else
            ready_r <= ready;
    assign ready_pulse = ~ready_r & ready;  
    averager #(
        .power(8),  
        .N(16)      
    ) AVERAGER (
        .reset(reset),
        .clk(clk),
        .EN(ready_pulse),
        .Din(data),
        .Q(ave_data)
    );
    always_ff @(posedge clk) begin
        if (reset) begin
            scaled_adc_data <= 0;
            scaled_adc_data_temp <= 0;
            scaled_adc_data_pipe <= 0;
        end
        else if (ready_pulse) begin
            scaled_adc_data_temp <= ave_data * SCALING_FACTOR;             
            scaled_adc_data_pipe <= scaled_adc_data_temp >> SHIFT_FACTOR;  
            scaled_adc_data      <= scaled_adc_data_pipe;  
        end                                                
    end                                                    
endmodule
module averager #(
    parameter int power = 8,     
    parameter int N = 8,         
    parameter int M = N + power/2   
) (
    input  logic clk,
    input  logic reset,
    input  logic EN,
    input  logic [N-1:0] Din,
    output logic [M-1:0] Q      
);
    logic [N-1:0] REG_ARRAY [2**power:1];
    logic [power+N-1:0] sum;     
    assign Q = sum[power+N-1:power/2];   
    always_ff @(posedge clk) begin
        if (reset) begin
            sum <= '0;
            for (int j = 1; j <= 2**power; j++) begin
                REG_ARRAY[j] <= '0;
            end
        end
        else if (EN) begin
            sum <= sum + Din - REG_ARRAY[2**power];
            for (int j = 2**power; j > 1; j--) begin
                REG_ARRAY[j] <= REG_ARRAY[j-1];
            end
            REG_ARRAY[1] <= Din;
        end
    end
endmodule

===== ./config.mk =====
export PLATFORM = sky130hd
export DESIGN_NAME = adc_processing
export DESIGN_NICKNAME = adc_processing
export VERILOG_FILES = /design/flow/design.v
export SDC_FILE = /design/flow/constraint.sdc
export NUM_CORES = 4
export LEC_CHECK = 1
export CORE_UTILIZATION = 40

==> flow_summary.ini <==
; synthesis and place-and-route metrics
[timing]
hold_violations = 0
rsz0062_at_grt = no
finalSetupViolations = 0
layout_min_cycle_time_ps = 75100
final-max-slew-violation-count = 0
fin_crit_sh_pct = 21.5
skew_ps = 34.3
fin_setup_tns_ps = 0
relSlewSlack_pct = 46.4
max_freq_ghz = 0.0133
tightest_slew_ps = 804

[layout]
logic_area_um2 = 54200
fin_util_pct = 44.8
regArea_um2 = 83100
drive_gt1_share_pct = 4.54
fillers = 34800
fin_cells = 22600
layout-area-overhead-vs-synth_pct = 11.3

[logic_synthesis]
syn_inst = 18400
area_leaders = dfxtp_1, nand2_1, a21oi_1
common_cells = nand2_1, a21oi_1, dfxtp_1
top_cell_area_share_pct = 58.0
syn_area_um2 = 143000
synth_async_sr_flop_share_pct = 0
ys_types = 54
ys_seq_elements = 4153
synth-edff-count = 0
ys_warn_count = 5
top_area_cell = dfxtp_1
ys.flop_type = dfxtp_1
ys_chip_area_um2 = 143000
synth_top_cell_by_count = nand2_1
ys_seq_share_pct = 58.0
ys_cells = 18400
avgSynthCellArea_um2 = 7.81

[routing]
vias_per_cell = 4.79
drtIter0Drc = 7107
wl_per_cell_um = 11.1
final_antenna_net_count = 0
firstDrtPassIters = 22
post-route-drc-count = 0
vias = 108000
drt-total-wl_um = 250000

[floorplanning]
fp-row-count = 219
dieArea_um2 = 361000
ioPinCount = 51
core_area_um2 = 356000
die_y_um = 600
fp-utilization_pct = 40.2
die_w_um = 600

[cts]
clock-sinks = 4153
clkLatencyLatePin_ps = 920
cts_tree = done
htree_levels = 5
postCtsSetupRepairBufs = 0
max-clock-path-buffers = 4
clk_pin_slew_ps = 60
cts_resized = 0
clockRootBuffer = clkbuf_16
hold_buffers = 0
cts_buffers = 409

[worst_setup_path]
cp.depth = 10
cp.buffers_inverters = 9
required_ps = 350460
worstSetupPathType = in -> reg
reg2reg_depth = 9
worst_setup_path_start_kind = input pin
path_common_cell = buf_4
crit_fanout = 148
critPathMaxStageDelay_ps = 720
critPathTopFamily = buffers and inverters
crit_slowest_cell = buf_4
worstPathCellList = buf_16 -> buf_4 -> buf_4 -> buf_4 -> buf_4 -> buf_12 -> buf_4 -> buf_4 -> buf_4 -> a21oi_1
worstSetupEndpointType = flop
arrival_ps = 75860

[power]
powerDensity_nw_per_um2 = 6.09
leakagePower_nw = 50.5
vdd_drop_max_uv = 4.82

[global_routing]
grt_overflow_total = 0
grt_use_met2_pct = 22.7
busiest_layer = met2
antenna_found_initial = 1
grt.met1_usage_pct = 20.7
grtUsageMet3_pct = 1.76
grt_pass1_wl_um = 441000
grt_pass1_vias = 98400
grt_usage_pct = 14.0
grt_max_degree = 173

[run]
drv_cap = 0
warnings = 78

[place]
dp_cells = 21900
io_buffers = 46
dp_hpwl_um = 126000
place.gp.congestion = 0.764

[worst_hold_path]
hp-class = reg -> reg
min_path_cells = 2

[status]
outcome = finished clean
worst reg2reg max path: stages, from the launching register on:
cell and delay (ps):
dfxtp_1 330, nor2b_4 530, buf_4 710, buf_12 570, buf_4 710, buf_4 750, buf_4 670, buf_4 680
nand2_1 180, a21oi_1 150
power by group:
group	leakage (nW)	total [mW]	switching, mW	internal, mW
clock	6.81	0.443	0.179	0.264
sequential	33.4	0.476	0.00185	0.475
combinational	10.3	0.0518	0.0399	0.0119
total	50.5	0.971	0.221	0.750
metal layers:
layer / part of all wire [%] / up-vias / wire length, um
met5: 0 / - / 0
met1: 50 / 50100 / 126000
met3: 2.7 / 417 / 6780
met4: 2.3 / 0 / 5670
li1: - / 57200 / -
met2: 45 / 699 / 112000
layout make-up:
type	instances	share of cell area, %
multi-input cells	12700	34.0
well taps	4751	3.73
clock buffers	616	7.67
inverters	105	0.247
clock inverters	122	0.962
diodes	1	0.00157
flip-flops and latches	4153	52.1
repair buffers	207	1.25
path summary, 6_finish.rpt:
check | slack (ps) | startpoint | end
setup / recovery | 274600 | reset | AVERAGER.REG_ARRAY[77][0]
setup reg to reg | 344300 | ready_r | AVERAGER.REG_ARRAY[165][12]
hold / removal | 420 | AVERAGER.REG_ARRAY[206][9] | AVERAGER.REG_ARRAY[207][9]
hold reg to reg | 420 | AVERAGER.REG_ARRAY[206][9] | AVERAGER.REG_ARRAY[207][9]
sequential cells by signal (all words and copies together), names as in the netlist:
register              cells
scaled_adc_data_temp     12
AVERAGER.REG_ARRAY     4096
scaled_adc_data          12
ready_r                   1
AVERAGER.sum             20
scaled_adc_data_pipe     12
cells by family after synthesis:
family	count (synthesis)	share of synthesized area (%)
muxes	1	0.00699
and+or+nand+nor	8350	21.9
adders and majority gates	82	0.863
other	1	0.00262
buffers and inverters	1515	4.11
xor gates and xnor gates	20	0.122
DFF	4153	58.0
AOI/OAI and AO/OA	4232	14.9
metrics by stage:
stage	instance area, um2	hold slack (ps)	setup slack (ps)	power [mW]
after floorplan	143000	422	277280	0.526
after global placement	146000	435	273590	0.540
after detailed placement	146000	441	273600	0.540
after CTS	159000	416	274620	0.987
after global routing	159000	442	274150	1.01
final	159000	420	274600	0.971
cells in the final DEF (no fill, tap or decap), drive strengths merged, types with 3 or more instances in the layout:
cell | synthesis | final
nand2 | 8294 | 8294
a21oi | 4160 | 4160
dfxtp | 4153 | 4153
clkbuf | 1273 | 616
buf | 137 | 162
inv | 105 | 116
clkinv | 0 | 75
ha | 54 | 54
clkdlybuf4s50 | 0 | 45
bufinv | 0 | 31
fa | 28 | 28
nor2 | 20 | 20
o21ai | 18 | 18
a21o | 16 | 16
xnor2 | 16 | 16
nand3 | 8 | 8
nor3 | 7 | 7
nand4 | 6 | 6
and3 | 5 | 5
a211oi | 5 | 5
clkinvlp | 0 | 5
a31oi | 4 | 4
xor2 | 4 | 4
conb | 1 | 4
o21bai | 3 | 3
o31ai | 3 | 3
Power is estimated from default activity; no workload was simulated.
