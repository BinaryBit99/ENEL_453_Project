==> /design/flow/design.v <==
module averager #(
    parameter int power = 8,     
    parameter int N = 8,         
    parameter int M = N + power/2   
) (
    input  logic clk,
    input  logic reset,
    input  logic EN,
    input  logic [N-1:0] Din,
    output logic [M-1:0] Q      
);
    logic [N-1:0] REG_ARRAY [2**power:1];
    logic [power+N-1:0] sum;     
    assign Q = sum[power+N-1:power/2];   
    always_ff @(posedge clk) begin
        if (reset) begin
            sum <= '0;
            for (int j = 1; j <= 2**power; j++) begin
                REG_ARRAY[j] <= '0;
            end
        end
        else if (EN) begin
            sum <= sum + Din - REG_ARRAY[2**power];
            for (int j = 2**power; j > 1; j--) begin
                REG_ARRAY[j] <= REG_ARRAY[j-1];
            end
            REG_ARRAY[1] <= Din;
        end
    end
endmodule
`timescale 1ns / 1ps
module pwm_adc_processing #(
    parameter int SCALING_FACTOR = 3400,          
    parameter int SHIFT_FACTOR   = 8,            
    parameter int INPUT_BITS     = 8,           
    parameter int AVERAGE_POWER  = 8            
) (
    input  logic                    clk,
    input  logic                    reset,
    input  logic [7:0]             pwm_in,     
    output logic [15:0]            scaled_adc_data,
    output logic [11:0]            ave_data,
    output logic                    conversion_done
);
    logic [7:0] ramp_counter;     
    logic       ready_pulse;       
    localparam int SCALE_WIDTH = 24;  
    logic [SCALE_WIDTH-1:0] scaled_temp;
    logic [11:0] averaged_value;
    always_ff @(posedge clk) begin
        if (reset)
            ramp_counter <= '0;
        else
            ramp_counter <= ramp_counter + 1'b1;
    end
    always_ff @(posedge clk) begin
        if (reset)
            ready_pulse <= 1'b0;
        else
            ready_pulse <= (ramp_counter == 8'hFF);
    end
    averager #(
        .power(AVERAGE_POWER),  
        .N(INPUT_BITS),        
        .M(INPUT_BITS + AVERAGE_POWER/2)  
    ) AVERAGER (
        .reset(reset),
        .clk(clk),
        .EN(ready_pulse),
        .Din(pwm_in),
        .Q(averaged_value)
    );
    assign ave_data = averaged_value;
    logic [11:0] normalized_value;
    always_comb begin
        normalized_value = averaged_value >> 4;
    end
    always_ff @(posedge clk) begin
        if (reset) begin
            scaled_adc_data <= '0;
            scaled_temp <= '0;
            conversion_done <= 1'b0;
        end
        else if (ready_pulse) begin
            scaled_temp <= normalized_value * SCALING_FACTOR;
            if ((scaled_temp >> SHIFT_FACTOR) > 16'd3300) begin
                scaled_adc_data <= 16'd3300;
            end else begin
                scaled_adc_data <= scaled_temp >> SHIFT_FACTOR;
            end
            conversion_done <= 1'b1;
        end
        else begin
            conversion_done <= 1'b0;
        end
    end
endmodule
==> /design/flow/run.sh <==
#!/bin/bash
# OpenROAD 26Q1-2900-gdf79404cd8, Yosys 0.63+post, stock flow scripts
make -C /OpenROAD-flow-scripts/flow DESIGN_CONFIG=/design/flow/config.mk WORK_HOME=/design/flow/orfs finish
==> /design/flow/config.mk <==
export PLATFORM = sky130hd
export DESIGN_NAME = pwm_adc_processing
export DESIGN_NICKNAME = pwm_adc_processing
export VERILOG_FILES = /design/flow/design.v
export SDC_FILE = /design/flow/constraint.sdc
export NUM_CORES = 4
export LEC_CHECK = 1
export CORE_UTILIZATION = 30
==> /design/flow/constraint.sdc <==
current_design pwm_adc_processing

set clk_period 142.6
set clk_io_pct 0.2

create_clock -name clk0 -period $clk_period [get_ports {clk}]

set non_clock_inputs [all_inputs -no_clocks]
set_input_delay [expr $clk_period * $clk_io_pct] -clock clk0 $non_clock_inputs
set_output_delay [expr $clk_period * $clk_io_pct] -clock clk0 [all_outputs]
==> impl_metrics.env <==
# physical design summary
export IMPL_yosys_warnings=3
export IMPL_routed_wirelength_mm=106.3
export IMPL_post_dp_hpwl_mm=57.85
export IMPL_finalCriticalPeriod_ns=32.10
export IMPL_post_dp_cell_area_sq_um=78160
export IMPL_crit_path_frequent_cell="buf_4"
export IMPL_clockRootBuffer="clkbuf_16"
export IMPL_path_class="in2reg"
export IMPL_fin_skew_ns=0.06493
export IMPL_fp_util_pct=30.21
export IMPL_fillers=23965
export IMPL_async_flop_share_pct=0
export IMPL_top_area_share_pct=55.86
export IMPL_ctsResizeCount=0
export IMPL_crit_end="AVERAGER.REG_ARRAY[102][6]$_SDFFE_PP0P_"
export IMPL_leakagePower_nw=27.85
export IMPL_synth_distinct_cells=47
export IMPL_p_per_area_nw_per_um2=13.22
export IMPL_path_depth=7
export IMPL_critPathMaxStageDelay_ns=0.74
export IMPL_cpMaxStageDelayCell="buf_4"
export IMPL_ys_seq_share_pct=55.86
export IMPL_r2r_end="AVERAGER.REG_ARRAY[17][4]$_SDFFE_PP0P_"
export IMPL_layout_drive_gt1_share_pct=5.478
export IMPL_period_used_pct=22.51
export IMPL_edf_count=0
export IMPL_seq_area_sq_um=42000
export IMPL_htree_levels=4
export IMPL_critical_path_max_fanout=146
export IMPL_grt_pass1_vias=41195
export IMPL_dieArea_sq_um=252700
export IMPL_clkSinkCount=2098
export IMPL_path_clk_slew_ns=0.06
export IMPL_rr_worst_depth=9
export IMPL_die_y_microns=502.7
export IMPL_drv_cap=0
export IMPL_crit_arrival_ns=32.76
export IMPL_overflow=0
export IMPL_flop_cell="dfxtp_1"
export IMPL_setup_tns_ns=0
export IMPL_cts_tree="built"
export IMPL_cp_end_kind="register"
export IMPL_drtAntennaViolNets=0
export IMPL_warning_count=47
export IMPL_track_usage_pct=8.565
export IMPL_hold_violations=0
export IMPL_areaGrowthSynthToFinish_pct=12.96
export IMPL_path_buffers=6
export IMPL_status="completed"
export IMPL_num_rows=183
export IMPL_synth_chip_area_sq_um=75190
export IMPL_grt_pass1_wl_mm=187.0
export IMPL_finalInstanceArea_sq_um=84940
export IMPL_cts_hold_buf=0
export IMPL_core_area_sq_um=248900
export IMPL_antenna_found_initial=1
export IMPL_vias=43991
export IMPL_drc=0
export IMPL_wire_per_inst_microns=10.23
export IMPL_rsz0062_at_grt="no"
export IMPL_crit_family="buffers and inverters"
export IMPL_common_cells="nor2_1, dfxtp_1, mux2i_1, buf_2, clkbuf_1"
export IMPL_worstReg2RegStart="ready_pulse$_SDFF_PP0_"
export IMPL_grt_max_degree=182
export IMPL_ys_cells=7070
export IMPL_place_gp_congestion=0.7411
export IMPL_cts_setup_buffers=0
export IMPL_ys_flops=2098
export IMPL_drt_pass1_iter_count=7
export IMPL_syn_avg_cell_area_sq_um=10.64
export IMPL_logic_area_sq_um=30850
export IMPL_synth_area_sq_um=75190
export IMPL_cts_buffers=202
export IMPL_avgViaCountPerCell=4.232
export IMPL_max_vdd_ir_drop_mv=0.01174
export IMPL_required_ns=143.26
export IMPL_rrSetupSlack_ns=136.49
export IMPL_fmax_ghz=0.03115
export IMPL_path_cells="buf_16, buf_4, buf_4, buf_4, buf_4, buf_4, nor2_1"
export IMPL_yosysTopAreaCell="dfxtp_1"
export IMPL_tightest_slew_ns=0.8248
export IMPL_drt_iter0_markers=2410
export IMPL_start_kind="input pin"
export IMPL_ys_top_cells_by_area="dfxtp_1, mux2i_1, nor2_1"
export IMPL_io_pins=39
export IMPL_die_width_microns=502.7
export IMPL_synthCells=7070
export IMPL_setup_viol=0
export IMPL_clk_latency_ns=0.86
export IMPL_hold_start="AVERAGER.REG_ARRAY[106][7]$_SDFFE_PP0P_"
export IMPL_finalMaxSlewViolations=0
export IMPL_top_cell="nor2_1"
export IMPL_portBuffers=34
export IMPL_hold_class="reg2reg"
export IMPL_cts_buffer_depth=3
export IMPL_slew_headroom_pct=45.01
export IMPL_critPathLaunch="reset"
==> state kept, by name (all words and copies together), names as in the netlist <==
register            cells
AVERAGER.REG_ARRAY   2048
AVERAGER.sum           16
scaled_temp            12
scaled_adc_data        12
ready_pulse             1
ramp_counter            8
conversion_done         1
==> per-layer routing <==
metal  track usage, %  wire length [microns]
met4            1.967                   2413
met1            12.80                  56340
met3            1.738                   3875
met2            13.00                  43680
met5                0                      0
==> cell usage in the layout (no fill, tap or decap), types with 34 or more instances in the layout <==
master     instances
buf_4             60
nor2_1          2107
clkbuf_16        202
mux2i_1         2057
clkbuf_1          63
clkbuf_8          45
inv_1             51
clkinv_2          34
dfxtp_1         2097
ha_1              60
==> through the flow <==
stage / cells / util [%] / setup WS, ns / hold WS (ns) / total power [mW]
2_1_floorplan: 7073 / - / 111.96 / 0.4130 / 0.6091
3_3_place_gp: 10021 / 31.40 / 109.81 / 0.4247 / 0.6114
3_5_place_dp: 10021 / 31.40 / 109.66 / 0.4450 / 0.6118
4_1_cts: 10394 / 34.13 / 110.54 / 0.4364 / 1.143
5_1_grt: 10395 / 34.13 / 110.13 / 0.4673 / 1.169
6_report: 10395 / 34.13 / 110.50 / 0.4388 / 1.123
==> worst min-delay path by stage <==
stage,end,slack [ns],cells after the start
4_1_cts,AVERAGER.REG_ARRAY[144][3]$_SDFFE_PP0P_,0.44,2
5_1_grt,AVERAGER.REG_ARRAY[129][2]$_SDFFE_PP0P_,0.47,2
6_report,AVERAGER.REG_ARRAY[107][7]$_SDFFE_PP0P_,0.44,2
==> area by class of cell <==
class,instances,area share (%)
tap,3330,4.905
clock buffer,310,6.959
inverter,52,0.2298
multi-input combinational,4440,36.32
sequential,2098,49.45
timing repair buffer,101,1.117
clock inverter,63,1.015
antenna,1,0.002946
==> worst register-to-register path: stages (launching register included) <==
cell and delay, ns:
dfxtp_4 0.79, buf_12 0.65, buf_4 0.70, buf_4 0.74
buf_4 0.73, buf_4 0.74, buf_4 0.63, buf_4 0.61
mux2i_1 0.29, nor2_1 0.05
==> power breakdown <==
| part | internal (mW) | leakage, nW | switching (mW) |
|---|---|---|---|
| registers | 0.586 | 16.9 | 0.0000481 |
| logic | 0.00192 | 7.66 | 0.0104 |
| clock network | 0.300 | 3.31 | 0.225 |
| total | 0.888 | 27.9 | 0.235 |
==> kinds of logic after synthesis <==
logic type      after synthesis  synth area share [%]
other cells                   1              0.004987
compound gates              100                0.8536
mux                        2057                 27.38
simple gates               2179                 11.02
buf+inv                     535                 3.137
flops                      2098                 55.86
xor+xnor                     21                0.2446
fa+ha+maj                    79                 1.504
Power is estimated from default activity; no workload was simulated.
