==> flow/constraint.sdc <==
current_design r2r_processing

set clk_period 84.3
set clk_io_pct 0.2

create_clock -name clk0 -period $clk_period [get_ports {clk}]

set non_clock_inputs [all_inputs -no_clocks]
set_input_delay [expr $clk_period * $clk_io_pct] -clock clk0 $non_clock_inputs
set_output_delay [expr $clk_period * $clk_io_pct] -clock clk0 [all_outputs]
==> flow/config.mk <==
export PLATFORM = sky130hd
export DESIGN_NAME = r2r_processing
export DESIGN_NICKNAME = r2r_processing
export VERILOG_FILES = /design/flow/design.v
export SDC_FILE = /design/flow/constraint.sdc
export NUM_CORES = 4
export LEC_CHECK = 1
export CORE_UTILIZATION = 40
==> flow/design.v <==
module averager #(
    parameter int power = 8,     
    parameter int N = 8,         
    parameter int M = N + power/2   
) (
    input  logic clk,
    input  logic reset,
    input  logic EN,
    input  logic [N-1:0] Din,
    output logic [M-1:0] Q      
);
    logic [N-1:0] REG_ARRAY [2**power:1];
    logic [power+N-1:0] sum;     
    assign Q = sum[power+N-1:power/2];   
    always_ff @(posedge clk) begin
        if (reset) begin
            sum <= '0;
            for (int j = 1; j <= 2**power; j++) begin
                REG_ARRAY[j] <= '0;
            end
        end
        else if (EN) begin
            sum <= sum + Din - REG_ARRAY[2**power];
            for (int j = 2**power; j > 1; j--) begin
                REG_ARRAY[j] <= REG_ARRAY[j-1];
            end
            REG_ARRAY[1] <= Din;
        end
    end
endmodule
`timescale 1ns / 1ps
module r2r_processing #(
    parameter int SCALING_FACTOR = 3400,          
    parameter int SHIFT_FACTOR   = 8,            
    parameter int INPUT_BITS     = 8,           
    parameter int AVERAGE_POWER  = 8            
) (
    input  logic                    clk,
    input  logic                    reset,
    input  logic [7:0]             data,
    output logic [15:0]            scaled_r2r_data,
    output logic [11:0]            ave_data                   
);
    logic [7:0] ramp_counter;     
    logic       ready_pulse;       
    localparam int SCALE_WIDTH = 24;  
    logic [SCALE_WIDTH-1:0] scaled_temp;
    logic [11:0] averaged_value;
    always_ff @(posedge clk) begin
        if (reset)
            ramp_counter <= '0;
        else
            ramp_counter <= ramp_counter + 1'b1;
    end
    always_ff @(posedge clk) begin
        if (reset)
            ready_pulse <= 1'b0;
        else
            ready_pulse <= (ramp_counter == 8'hFF);
    end
    averager #(
        .power(AVERAGE_POWER),  
        .N(INPUT_BITS),        
        .M(INPUT_BITS + AVERAGE_POWER/2)  
    ) AVERAGER (
        .reset(reset),
        .clk(clk),
        .EN(ready_pulse),
        .Din(data),
        .Q(averaged_value)
    );
    assign ave_data = averaged_value;
    logic [11:0] normalized_value;
    always_comb begin
        normalized_value = averaged_value >> 4;
    end
    always_ff @(posedge clk) begin
        if (reset) begin
            scaled_r2r_data <= '0;
            scaled_temp <= '0;
        end
        else if (ready_pulse) begin
            scaled_temp <= normalized_value * SCALING_FACTOR;
            if ((scaled_temp >> SHIFT_FACTOR) > 16'd3300) begin
                scaled_r2r_data <= 16'd3300;
            end else begin
                scaled_r2r_data <= scaled_temp >> SHIFT_FACTOR;
            end
        end
    end
endmodule
==> flow/run.sh <==
#!/bin/bash
# OpenROAD 26Q1-2900-gdf79404cd8, Yosys 0.63+post, stock flow scripts
make -C /OpenROAD-flow-scripts/flow DESIGN_CONFIG=/design/flow/config.mk WORK_HOME=/design/flow/orfs finish
==> reports/results.ini <==
[grt]
antenna_found_initial=1
grt_max_degree=185
grt_pass1_vias=41492
grt_pass1_wl_um=188000
grt_usage_pct=11.4
grt_overflow=0

[yosys]
yosysMostFrequentCell=nor2_1
flop_cell=dfxtp_1
synthAoiAreaFrac_pct=0.865
mux_area_share_pct=27.2
synthTopCellsByCount=nor2_1, dfxtp_1, mux2i_1
synth.distinct_cells=47
ys_chip_area_um2=75700
yosys_cells=7071
top_logic_kind=multiplexers
synth_cells=7071
yosys-top-cells-area=dfxtp_1, mux2i_1, nor2_1, buf_4, clkbuf_1
ys_seq_share_pct=55.5
ys_async_sr_fraction_pct=0
top_area_share_pct=55.5
synth-edff-count=0
yosys_warnings=3
yosysTopAreaCell=dfxtp_1
fa_ha_area_share_pct=1.49
postSynthAreaPerCell_um2=10.7
ys_sh_simple_pct=10.9
xor_share_pct=0.243
synth-seq-cells=2097
syn_area_um2=75700

[timing]
hold_viol_final=0
worst_slew_pin_slew_ns=0.890
whs_ns=0.437
timing.setup.tns_ns=0
rsz0062_at_grt=no
fmax_mhz=47.9
setup_violations=0
min_period_over_period_pct=24.7
skew_ns=0.0277
fin_crit_ns=20.86
slew_violations=0
slew_headroom_pct=40.6

[critical_path]
worstSetupPathDepth=8
cp.arrival_ns=21.53
cp_cell_sequence=buf_16 > buf_4 > buf_4 > buf_4 > buf_4 > buf_4 > buf_4 > nor2_1
worst-path-buf-inv=7
reg2reg_depth=8
worst-path-max-fanout=146
ff2ff_setup_slack_ns=78.80
cp-end-kind=register
required_ns=84.97
critPathLaunchType=primary input
worst_path_max_delay_cell=buf_4
crit_family=buffers and inverters
worstSetupPathType=primary input to register
cp_common_cell=buf_4
worst_path_largest_cell_delay_ns=0.73

[clocking]
htree_num_levels=4
cts.sinks=2097
hold_buffers=0
cts_tree=done
cts_setup_buffers=0
root_buffer=clkbuf_16
cts_buffers=209
clkSlewWorstSetupHoldPaths_ns=0.06
cts_resized=0
insertion_delay_ns=0.81
cts_buffer_depth=3

[die]
chip_area_um2=191000
die_w_um=437
fp-row-count=159
ios=38
core_area_um2=188000
fp-utilization_pct=40.3
die_h_um=437

[route]
vias=44068
routedWlPerCell_um=11.1
initialDrtViolationCount=2237
vias_per_cell=4.61
route.detailed.drc=0
antenna_left=0
drt_wl_total_um=106000
firstDrtPassIters=5

[placement]
port_buffers=33
gp_congestion=0.777
dpl.hpwl_um=57000

[power]
power_density_nw_per_um2=23.1
cellLeakagePower_nw=28.1
ir_worst_vdd_uv=16.7

[finish]
fill_cells=16875
area_growth_pct=11.4
layout-drive-gt1-share_pct=5.91

[flow_run]
timing.max_cap.violations=0
tool_warnings=46

[min_path]
whs_path_depth=1
worstHoldPathType=register to register

[outcome]
status=finished clean

layout make-up:
cell class                      instances  area (um^2)  share of cell area (%)
Antenna cell                            1         2.50                 0.00297
Clock buffer                          317         6290                    7.46
Clock inverter                         66          907                    1.08
Inverter                               52          195                   0.232
Multi-Input combinational cell       4442        30900                    36.6
Sequential cell                      2097        42000                    49.8
Tap cell                             2495         3120                    3.70
Timing Repair Buffer                   99          931                    1.10
where the power goes:
part / total, W / switching (W) / internal [W]
clock: 0.000932 / 0.000379 / 0.000553
sequential: 0.000991 / 0.0000000787 / 0.000991
combinational: 0.0000207 / 0.0000173 / 0.00000335
total: 0.00194 / 0.000396 / 0.00155
routing by layer:
metal / global-route usage, % / vias up / wire length, um
met5: 0 / - / 0
met4: 2.49 / 0 / 2210
met3: 2.32 / 197 / 3840
met2: 17.3 / 311 / 44800
met1: 17.3 / 20300 / 55100
li1: - / 23260 / -
logic make-up (layout without fill, tap and decap cells):
logic type,after synthesis,after routing
buffers and inverters,535,534
adder cells (fa/ha/maj),79,79
AND-OR/OR-AND,101,101
AND/OR/NAND/NOR,2180,2180
XOR/XNOR,21,21
multiplexers,2057,2057
other,1,5
flip-flops,2097,2097
layout by cell type (no fill, tap or decap), types with 24 or more instances in the layout:
master           count
inv_1               51
ha_1                60
nor2_1            2109
buf_4               59
clkdlybuf4s50_1     32
clkinv_2            35
clkbuf_8            65
dfxtp_1           2096
clkbuf_1            43
clkbuf_16          209
mux2i_1           2057
a21oi_1             24
worst paths after layout:
kind,startpoint,endpoint
max,reset,AVERAGER.REG_ARRAY[153][2]
min,ramp_counter[0],ramp_counter[0]
max reg2reg,ready_pulse,AVERAGER.REG_ARRAY[117][1]
min reg2reg,ramp_counter[0],ramp_counter[0]
through the flow:
stage / setup WS, ns / std cells / area, um^2 / utilization (%) / total power [W]
floorplan: 65.35 / 7074 / 75700 / - / 0.00103
global route: 62.99 / 9569 / 84300 / 44.9 / 0.00202
CTS: 63.39 / 9568 / 84300 / 44.9 / 0.00198
global placement: 62.58 / 9185 / 77100 / 41.0 / 0.00103
finish: 63.44 / 9569 / 84300 / 44.9 / 0.00194
detailed placement: 62.50 / 9185 / 77100 / 41.0 / 0.00103
registers in the layout (all words and copies together) (netlist names):
signal              count
AVERAGER.sum           16
ready_pulse             1
scaled_r2r_data        12
scaled_temp            12
AVERAGER.REG_ARRAY   2048
ramp_counter            8
No activity file was given, so power comes from the tool's default toggle rates.
